**constraint.sdc**
```tcl
current_design RNN

set clk_period 101.9
set clk_io_pct 0.2

create_clock -name clk0 -period $clk_period [get_ports {clk}]

set non_clock_inputs [all_inputs -no_clocks]
set_input_delay [expr $clk_period * $clk_io_pct] -clock clk0 $non_clock_inputs
set_output_delay [expr $clk_period * $clk_io_pct] -clock clk0 [all_outputs]
```
**config.mk**
```make
export PLATFORM = sky130hd
export DESIGN_NAME = RNN
export DESIGN_NICKNAME = RNN
export VERILOG_FILES = /design/flow/design.v
export SDC_FILE = /design/flow/constraint.sdc
export NUM_CORES = 4
export LEC_CHECK = 1
export CORE_UTILIZATION = 30
```
**design.v**
```verilog
module RNN(clk,reset,busy,ready,i_en,idata,mdata_w,mce,mdata_r,maddr,msel);
input           clk, reset;
input           ready;
input    [31:0] idata;
input    [19:0] mdata_r;
output          busy;
output          i_en;
output          mce;
output   [16:0] maddr;
output   [19:0] mdata_w;
output    [2:0] msel;
integer i;
reg signed [18-1:0] h_old[0:63];
reg signed [18-1:0] h_tmp[0:62];
reg signed [43-1:0] h_new;
reg signed [20:0] adder_d[0:8];
reg signed [23:0] adder_00, adder_01, adder_02, adder_03;
reg signed [20:0] adder_04;
reg signed [28:0] adder_10;
reg signed [28:0] adder_11;
reg signed [20:0] adder_12;
reg signed [37:0] adder_20;
reg signed [20:0] adder_21;
reg signed [38:0] adder_30;
reg signed [39:0] adder_40;
reg signed [19:0] add_data;
reg signed [43-1-16:0] h_round;
reg signed [37-1:0] mul_tmp, mul_tmp1, mul_tmp2, mul_tmp3;
reg mul_on;
reg [8:0] single;
reg [8:0] double;
reg [8:0] neg;
reg signed [19:0] mul_data0,mul_data2;
reg signed [17:0] mul_data1;
reg [31:0] x_data;
reg busy_sig;
reg reset_sig;
reg i_en_sig;
reg [19:0] mdata_w_sig;
reg [2:0] msel_sig;
reg [16:0] maddr_sig;
reg [5:0] address, last_address;
reg [10:0] t_offset;
reg [5:0] h_offset;
reg inited;
reg [2:0] last_stage;
reg [2:0] stage;
reg [10:0] t_count;
reg has_t_count;
reg can_mul;
reg carry_bit;
assign busy = busy_sig;
assign i_en = i_en_sig;
assign mce = busy_sig;
assign mdata_w = mdata_w_sig;
assign msel = msel_sig;
assign maddr = maddr_sig;
always @(posedge clk ) begin
    if (busy_sig&&!has_t_count) begin
        has_t_count <= 1;
        t_count <= mdata_r;
    end
    reset_sig <= reset;
    busy_sig <= inited & !reset_sig & (ready | busy_sig);
    h_new <= h_new + adder_40;
    if ((|h_round[43-2-16:16])&!h_round[43-1-16]) begin
        mdata_w_sig <= 20'h10000;
    end else if ((|(~h_round[43-2-16:16]))&h_round[43-1-16]) begin
        mdata_w_sig <= 20'hf0000;
    end else begin
        mdata_w_sig <= h_round[19:0];
    end
    h_round <= $signed(h_new[43-1:16]) + $signed(adder_40[39:16]) + $signed(add_data) + $signed({1'd0,carry_bit});
    adder_40 <= adder_30 + $signed({add_data,16'd0});
    if (can_mul) begin
        adder_30 <= adder_20 + $signed({adder_21,16'd0});
    end else begin
        adder_30 <=0;
    end
    adder_20 <= adder_10 + $signed({adder_11,8'd0});
    adder_21 <= adder_12;
    adder_10 <= adder_00 + $signed({adder_01,4'd0});
    adder_11 <= adder_02 + $signed({adder_03,4'd0});
    adder_12 <= adder_04;
    adder_00 <= adder_d[0] + $signed({adder_d[1],2'd0});
    adder_01 <= adder_d[2] + $signed({adder_d[3],2'd0});
    adder_02 <= adder_d[4] + $signed({adder_d[5],2'd0});
    adder_03 <= adder_d[6] + $signed({adder_d[7],2'd0});
    adder_04 <= adder_d[8];
    for (i = 0; i < 9; i = i + 1) begin
        adder_d[i] <= (single[i] ? $signed({(neg[i]?-mul_data2:mul_data2)     }) : double[i] ? $signed({(neg[i]?-mul_data2:mul_data2),1'd0}) : $signed(0) );
    end
    neg[0] <= mul_data1[1];
    neg[1] <= mul_data1[3];
    neg[2] <= mul_data1[5];
    neg[3] <= mul_data1[7];
    neg[4] <= mul_data1[9];
    neg[5] <= mul_data1[11];
    neg[6] <= mul_data1[13];
    neg[7] <= mul_data1[15];
    neg[8] <= mul_data1[17];
    single[0] <= 0 ^ mul_data1[0];
    single[1] <= mul_data1[1] ^ mul_data1[2];
    single[2] <= mul_data1[3] ^ mul_data1[4];
    single[3] <= mul_data1[5] ^ mul_data1[6];
    single[4] <= mul_data1[7] ^ mul_data1[8];
    single[5] <= mul_data1[9] ^ mul_data1[10];
    single[6] <= mul_data1[11] ^ mul_data1[12];
    single[7] <= mul_data1[13] ^ mul_data1[14];
    single[8] <= mul_data1[15] ^ mul_data1[16];
    double[0] <= (0 == mul_data1[0]) & (mul_data1[0] ^ mul_data1[1]);
    double[1] <= (mul_data1[1] == mul_data1[2]) & (mul_data1[2] ^ mul_data1[3]);
    double[2] <= (mul_data1[3] == mul_data1[4]) & (mul_data1[4] ^ mul_data1[5]);
    double[3] <= (mul_data1[5] == mul_data1[6]) & (mul_data1[6] ^ mul_data1[7]);
    double[4] <= (mul_data1[7] == mul_data1[8]) & (mul_data1[8] ^ mul_data1[9]);
    double[5] <= (mul_data1[9] == mul_data1[10]) & (mul_data1[10] ^ mul_data1[11]);
    double[6] <= (mul_data1[11] == mul_data1[12]) & (mul_data1[12] ^ mul_data1[13]);
    double[7] <= (mul_data1[13] == mul_data1[14]) & (mul_data1[14] ^ mul_data1[15]);
    double[8] <= (mul_data1[15] == mul_data1[16]) & (mul_data1[16] ^ mul_data1[17]);
    mul_data2 <= mul_data0;
    if (mul_on) begin
        mul_data1 <= h_old[last_address];
    end else begin
        mul_data1 <= 0;
    end
    mul_data0 <= mdata_r;
    add_data <= 0;
    carry_bit <= h_new[15];
    x_data <= idata;
    if(t_count==t_offset) begin
        inited <= 0;
    end
    last_address <= address;
    if (stage == 0) begin
        address <= address + 1;
    end else if(stage == 2) begin
        address <= 32 | (address + 1);
    end else begin
        address <= 0;
    end
    case (last_stage)
        0 : begin
        end
        1 : begin
            add_data <= $signed(mdata_r);
        end
        2 : begin
            if (x_data[last_address[4:0]]) begin
                add_data <= $signed(mdata_r);
            end
        end
        3 : begin
            add_data <= $signed(mdata_r);
        end
        4,5,6 : begin
        end
        7 : begin
            if(h_offset==0) begin
                for (i = 0; i < 63; i = i + 1) begin
                    h_old[i] <= h_tmp[i];
                end
            end
            h_new <= 0;
        end
    endcase
    i_en_sig <= 0;
    case (stage)
        0 : begin
            can_mul <= 1;
            mul_on <= 1;
            msel_sig <= 3'b010;
            maddr_sig <= {h_offset,address};
        end
        1 : begin
            mul_on <= 0;
            if (busy_sig) begin
                msel_sig <= 3'b001;
                maddr_sig <= h_offset;
                if(h_offset == 0) begin
                    i_en_sig <= 1;
                end
            end
        end
        2 : begin
            msel_sig <= 3'b000;
            maddr_sig <= {h_offset,address[4:0]};
        end
        3 : begin
            msel_sig <= 3'b011;
            maddr_sig <= h_offset;
        end
        4,5,6 : begin
        end
        7 : begin
            msel_sig <= 3'b101;
            maddr_sig <= {t_offset,h_offset};
            if((&h_offset)) begin
                t_offset <= t_offset + 1;
                h_old[63] <= mdata_w_sig;
            end else begin
                h_tmp[h_offset] <= mdata_w_sig;
            end
            h_offset <= h_offset + 1;
        end
    endcase
    if (busy_sig) begin
        last_stage <= stage;
        if (stage == 7 && t_offset == 0 && !(&h_offset) ) begin
            stage <= 1;
        end else if (stage[0] || stage[2] || &address[5:0]) begin
            stage <= stage + 1;
        end
    end
    if (reset_sig) begin
        inited <= 1;
        has_t_count <= 0;
        t_count <= -1;
        last_stage <= 0;
        stage <= 1;
        address <= 0;
        msel_sig <= 3'b100;
        maddr_sig <= 0;
        t_offset <= 0;
        h_offset <= 0;
        h_new <= 0;
        mul_on <= 0;
        can_mul <= 0;
        adder_40 <= 0;
    end
end
endmodule
```
**run.sh**
```bash
#!/bin/bash
# OpenROAD 26Q1-2900-gdf79404cd8, Yosys 0.63+post, stock flow scripts
make -C /OpenROAD-flow-scripts/flow DESIGN_CONFIG=/design/flow/config.mk WORK_HOME=/design/flow/orfs finish
```
==> CHANGELOG.md <==
### Physical design

- TNS Setup: 0 ns
- Logic area: about 26000 sq um
- Internal power: 2.264 mW
- CP top delay family: flip-flops
- Clk sinks: 3110
- Cts bufs inserted: between 300 and 400
- Maximum vdd ir drop: approximately 0.031 mV
- Switching Fraction: between 20% and 30%
- Min-delay src: adder_02[0]
- Initial Utilization: 30.19%
- First-pass GRT wire length: 494.5 mm
- Critical-path maximum fanout: roughly 65
- Crit path launch type: flip-flop
- Drt total wl: approximately 360 mm
- Clock Tree Root: clkbuf_16
- Synthesized area: 111500 sq um
- R2r setup slk: ~96 ns
- Status: finished, violations left
- Slowest Stage Delay on Critical Path: 0.78 ns
- Detail Route Antenna Nets: 0
- Tool warnings: 37
- Post-CTS Setup Inserts: 0
- Vias/cell: 5.022
- Asr flop ratio synth: 0%
- Buf/Inv on CP: 1
- TritonCTS clock tree: built
- Crit path cell chain: clkdlybuf4s50_1
- Layout fillers: 34170
- Reg2reg end: h_old[3][11]
- Clk network pwr share: 37.8%
- PortBufs: 97
- Gpl congestion: approximately 0.94
- CTS max path bufs: 4
- CP startpoint: mdata_w_sig[17]
- Inst Count DP: ~12000
- WS Path Type: reg -> out
- Cts hold-fix bufs: 0
- Worst-Margin Slew: ~1.5 ns
- GRT Residual Overflow: 0
- Reg clk slew, reported paths: about 0.06 ns
- Hold depth: 0
- Final setup vio count: 0
- Detail Placement HPWL: about 230 mm
- Fin crit share: roughly 22%
- Routed via count: roughly 64000
- Yosys stat chip area: roughly 110000 sq um
- Slew HR: -2.132%
- Final tally of hold violations: 0
- Chip area: between 300000 and 400000 sq um
- Number of cells on the worst reg-to-reg path: 8
- Leakage power: 44.91 nW
- Most frequent logic cell in the layout: edfxtp_1
- Max Freq: about 44 MHz
- Share of layout cells above drive strength 1: roughly 12%
- Worst EP required: 81.52 ns
- Unrepaired setup endpoints after global routing: no
- YS warnings: 3
- Clock period minus worst slack: ~23 ns
- Initial DRC count: 4923
- Main flop type: edfxtp_1
- Most frequent cells in the layout: edfxtp_1 (2286), dfxtp_1 (804), a22oi_1 (333), clkbuf_16 (319), nand2_1 (295)
- Placed inst area: between 100000 and 150000 sq um
- Cell taking the most area after synthesis: edfxtp_1
- Worst-Skew Late Latency: about 0.90 ns
- Logic pwr share: between 10 and 15%
- Design area: 130800 sq um
- Crit path max-delay cell type: dfxtp_4
- Register Area: about 85000 sq um
- Top cells by area: edfxtp_1 (62%), dfxtp_1 (15%), ha_1 (3.2%), a22oi_1 (2.2%), xor2_1 (1.9%)
- Die Width: ~610 um
- Post-synth top area share: just over 60%
- Pins Over Slew Limit: 14
- Die height: just over 600 um
- Worst EP arrival: 2.33 ns
- Final Total Pwr: around 3 mW
- Vias in the first global route: roughly 64000
- Layout Skew: 0.09654 ns
- Number of standard cells reported by yosys: about 7000
- # DRC: 0
- Antenna violations before repair: roughly 41
- Row Count: ~220
- Failing checks: capacitance limit, slew limit
- FF+latch count, synth: approximately 3100
- H-Tree Depth: 5
- Power per Cell Area: roughly 23 nW/um^2
- I/O pin total: between 90 and 100
- Max-Cap Viols: 1
- Core footprint: ~370000 sq um
- Avg Cell Area, Syn: 15.92 sq um
- Largest net degree at the start of global routing: 128
- Pre-antenna DRT Iters: 6
- Post-synth EDFFs: about 2300
- Layout area overhead: 17.25%
- Hold Path End: adder_11[0]
- Total GRT Usage: a little over 20%
- Reg2reg start: h_offset[5]
- Sw Pwr: between 0.7 and 0.8 mW
- Wire per inst: roughly 28 um
- Non-Filler Instances: between 10000 and 15000
- Seq share, synth: roughly three quarters
- Synth unique cells: between 70 and 80
- CP endpoint kind: output pin
- Cells after Synth: between 7000 and 8000
- Worst hold path class: reg -> reg
- Seq pwr share: roughly half
- # resized after CTS: 0
## synthesized netlist by cell type (all sizes together) (62+ instances only)
cell	n
a21o	94
a21oi	245
a221oi	123
a22o	120
a22oi	333
and2	62
clkbuf	194
dfxtp	824
edfxtp	2286
ha	286
inv	73
nand2	295
nand3	104
nand4	118
nor2	417
nor2b	110
nor3	88
o21ai	137
o22ai	164
xnor2	167
xor2	242
## cells by family after synthesis
logic type / after synthesis / share of synthesized area [%]
buffers and inverters: 300 / 1.033
AOI/OAI and AO/OA: 1449 / 9.108
muxes: 41 / 0.4846
DFF: 3110 / 76.33
adders and majority gates: 323 / 3.872
xor gates and xnor gates: 409 / 3.218
and+or+nand+nor: 1373 / 5.953
## cell type report
type	instances	share of cell area, %
Antenna cell	45	0.08611
Clock buffer	384	6.367
Clock inverter	166	1.403
Inverter	73	0.2095
Multi-Input combinational cell	3595	19.63
Sequential cell	3110	65.16
Tap cell	4950	4.736
Timing Repair Buffer	385	2.411
## power groups by stage
stage / sequential [mW] / combinational, mW / clock [mW]
after CTS: 1.51 / 0.379 / 1.17
after global routing: 1.52 / 0.419 / 1.22
final: 1.51 / 0.381 / 1.15
## metal layers
| metal | global-route usage [%] | vias up | wire [um] |
|---|---|---|---|
| li1 | - | 28010 | - |
| met1 | 19.98 | 30400 | 109800 |
| met2 | 28.74 | 4383 | 156900 |
| met3 | 17.91 | 946 | 70010 |
| met4 | 9.084 | 76 | 19860 |
| met5 | 4.817 | - | 2217 |
## registers in the layout, summed over array words and instances, names as in the netlist, 27 cells and up
register  count
h_old      1152
h_tmp      1134
adder_d     189
h_new        43
adder_40     40
adder_30     39
adder_20     38
x_data       32
adder_10     29
adder_11     29
h_round      27
## how the worst max path moves through the flow
stage	end	slack, ns	cells after the start
6_report	mdata_w[17]	79.19	1
5_1_grt	mdata_w[17]	79.13	1
4_1_cts	mdata_w[17]	79.13	1
## worst register-to-register path, cell delays in order, from the launching register on
cell,delay (ns)
dfxtp_1,0.47
or3_1,0.49
nor4_4,0.21
buf_4,0.48
buf_4,0.72
buf_4,0.76
buf_4,0.78
buf_4,0.81
buf_4,0.79
## through the flow
stage | worst slack, ns | hold WS, ns | util (%)
after global routing | 79.13 | 0.3124 | 35.38
after floorplan | 37.41 | 0.3096 | -
after detailed placement | 80.06 | 0.3121 | 32.62
after global placement | 80.06 | 0.3127 | 32.61
after CTS | 79.13 | 0.3070 | 35.37
final | 79.19 | 0.2992 | 35.40
No activity file was given, so power comes from the tool's default toggle rates.
